==> design.v <==
module ram_4_byte #(parameter WORD_SIZE = 16)
(
	input						we,
	input				[WORD_SIZE-1:0]	in0_re,
	input				[WORD_SIZE-1:0]	in0_im,
	input				[WORD_SIZE-1:0]	in1_re,
	input				[WORD_SIZE-1:0]	in1_im,
	output		reg 	[WORD_SIZE-1:0]	out0_re,
	output		reg 	[WORD_SIZE-1:0]	out0_im,
	output		reg 	[WORD_SIZE-1:0]	out1_re,
	output		reg 	[WORD_SIZE-1:0]	out1_im
);
	always @(posedge we) begin
		out0_re 	<= in0_re;
		out0_im 	<= in0_im;
		out1_re 	<= in1_re;
		out1_im 	<= in1_im;
	end
endmodule
==> run.sh <==
#!/bin/bash
# OpenROAD 26Q1-2900-gdf79404cd8, Yosys 0.63+post, stock flow scripts
make -C /OpenROAD-flow-scripts/flow DESIGN_CONFIG=/design/flow/config.mk WORK_HOME=/design/flow/orfs finish
==> config.mk <==
export PLATFORM = sky130hd
export DESIGN_NAME = ram_4_byte
export DESIGN_NICKNAME = ram_4_byte
export VERILOG_FILES = /design/flow/design.v
export SDC_FILE = /design/flow/constraint.sdc
export NUM_CORES = 4
export LEC_CHECK = 1
export CORE_AREA = 10 10 98 98
export DIE_AREA = 0 0 108 108
==> constraint.sdc <==
current_design ram_4_byte

set clk_period 1.0
set clk_io_pct 0.2

create_clock -name clk0 -period $clk_period [get_ports {we}]

set non_clock_inputs [all_inputs -no_clocks]
set_input_delay [expr $clk_period * $clk_io_pct] -clock clk0 $non_clock_inputs
set_output_delay [expr $clk_period * $clk_io_pct] -clock clk0 [all_outputs]
==> impl_metrics.csv <==
group,metric,value,unit
sta,relSlewSlack,92.85,%
placed_design,dp_hpwl,3.347,mm
sta,fmax,1044,MHz
floorplanning,core,0.007647,sq mm
cells_and_area,logic_area,0,sq um
worst_setup_path,required,800,ps
worst_hold_path,hp-start,"in0_im[11]",
sta,drv_slew,0,
grt,overflow,0,
worst_setup_path,slowest_delay,310,ps
clock_tree,root_buffer,"clkbuf_8",
synthesis,synth.cell_area,0.001281,sq mm
sta,period_used_share,95.79,%
pwr,clkPwrFrac,48.6,%
pwr,p_int,4.895,mW
clock_tree,cts_tree,"yes",
drt,wl_per_cell,13.28,microns
synthesis,synth_cell_types,1,
cells_and_area,finish.instance_area,0.002646,sq mm
worst_setup_path,critical_path_depth,1,
synthesis,ys_ff,64,
cells_and_area,drive_gt1_share,41.83,%
grt,grt_pass1_vias,991,
synthesis,xor_area_share,0,%
drt,vias,949,
worst_setup_path,critPathKind,"flop to primary output",
drt,first_pass_iters,2,
clock_tree,cts_buffers,9,
placed_design,gp_congestion,0.6929,
clock_tree,clock_path_buffers,2,
grt,grtUsageTotal,6.563,%
floorplanning,die_w,108,microns
cells_and_area,seq_area,0.001290,sq mm
sta,max_slew.worst_pin.slew,107.3,ps
pwr,netSwitchingPower,1.063,mW
worst_setup_path,cp_top_family,"flip-flops",
clock_tree,cts_setup_buffers,0,
clock_tree,cts_hold_buf,0,
cells_and_area,fillers,783,
worst_setup_path,critPathMaxFanout,1,
sta,rsz0062_at_grt,"true",
synthesis,compound_area_share,0,%
drt,routed_wirelength,4.118,mm
sta,hold_violations,0,
sta,setup_viol,0,
pwr,seqPwrFrac,45.5,%
synthesis,ys_chip_area,0.001281,sq mm
worst_hold_path,hold_path_class,"primary input to flop",
synthesis,ys_cells,64,
flow_run,openroad.warnings,26,
pwr,vdd_ir_drop_max,0.7007,mV
worst_setup_path,cp_slowest_cell,"dfxtp_2",
synthesis,yosysTopAreaCellShare,100.0,%
drt,drc,0,
drt,vias_per_cell,3.061,
clock_tree,htree_levels,3,
drt,diodes,0,
pwr,power_density,2251,mW/mm^2
synthesis,syn_inst,64,
clock_tree,cts.repair.resized,204,
floorplanning,die_h,108,microns
sta,fin_crit,957.9,ps
synthesis,mux_share,0,%
worst_setup_path,startpoint_type,"flop",
grt,grt_antenna_before_repair,0,
sta,tns,0,ps
clock_tree,clock_sinks,64,
drt,drtIter0Drc,12,
worst_setup_path,path_buffers,1,
placed_design,place_inst,294,
floorplanning,initCoreUtil,16.75,%
clock_tree,clkTransAtPathRegs,70,ps
pwr,netSwitchingFraction,17.85,%
synthesis,yosysTopAreaCell,"dfxtp_1",
drt,drtAntennaViolNets,0,
flow_run,cap_violations,0,
worst_setup_path,cp_cell_sequence,"buf_2",
synthesis,area_leaders,"dfxtp_1",
pwr,p_comb_share,5.9,%
cells_and_area,nMultiInputCombCells,0,
worst_setup_path,crit_start,"out1_im[4]",
synthesis,ys_sh_simple,0,%
placed_design,port_buffers,128,
synthesis,yosysSeqAreaShare,100.0,%
grt,grt_pass1_wl,5.733,mm
worst_setup_path,cp-end-kind,"primary output",
outcome,status,"complete, no violations",
cells_and_area,final_cells,310,
synthesis,adder_share,0,%
floorplanning,die-area,0.01166,sq mm
placed_design,post_dp_cell_area,0.002690,sq mm
worst_setup_path,crit_arrival,760,ps
floorplanning,num_rows,32,
floorplanning,pin_count,129,
grt,grt_max_degree,13,
cells_and_area,post-route-util,34.60,%
cells_and_area,area_growth,106.5,%
synthesis,syn_area_per_cell,20.02,sq um
worst_setup_path,endpoint,"out1_im[4]",
synthesis,ys_warn_count,1,
pwr,power.leakage,1.168,nW
==> power by group through the flow <==
stage	Combinational, mW	Sequential [mW]	Clock (mW)
final	0.351	2.71	2.89
after global routing	0.386	2.72	3.12
after CTS	0.363	2.71	3.02
==> cell type report <==
class,instances,area share [%]
Clock buffer,9,4.681
Clock inverter,7,5.437
Sequential cell,64,48.75
Tap cell,102,4.823
Timing Repair Buffer,128,36.31
==> metal layers <==
layer  part of all wire (%)  wire (microns)  vias up  track usage (%)
met1                     34            1402      396            7.020
met2                     46            1883       71            9.526
met4                    2.7             111        0            2.099
met5                      0               0        -                0
li1                       -               -      474                -
met3                     18             721        8            5.482
==> cell families after synthesis <==
family  count (synthesis)
DFF                    64
==> Yosys cell counts, drive strengths merged <==
master and count:
dfxtp 64
==> sequential cells by signal (all words and copies together), names as in the netlist <==
signal   flops
out0_im     16
out0_re     16
out1_im     16
out1_re     16
==> cell usage in the layout, fill, tap and decap left out <==
| master | count |
|---|---|
| clkbuf_8 | 9 |
| clkinvlp_4 | 2 |
| dfxtp_2 | 7 |
| dfxtp_1 | 57 |
| clkdlybuf4s50_1 | 64 |
| bufinv_16 | 4 |
| clkinv_4 | 1 |
| buf_2 | 64 |
==> how the worst min path moves through the flow <==
stage	end	slack (ps)	cells after the start
5_1_grt	out0_im[6]	270	1
4_1_cts	out0_im[13]	270	1
6_report	out0_im[11]	300	1
==> per-stage QoR <==
stage / setup WS (ps) / hold WS (ps) / power (mW)
after floorplan: 538.5 / 227.7 / 2.739
after global routing: -12.54 / 268.3 / 6.227
after global placement: 3.716 / 649.0 / 3.263
after CTS: 1.929 / 269.0 / 6.093
after detailed placement: -5.962 / 651.6 / 3.265
final: 42.12 / 295.2 / 5.958
Power and IR drop assume default switching activity.
