==> flow/design.v <==
module debouncer(
	input clk, 
	input button, 
	output reg button_state
);
	reg [20:0] counter;
	wire change_state = button ^ button_state;	
	wire max_cnt = &counter;
	initial begin
		counter <= 0;
		button_state <= 0;
	end
	always @(posedge clk)
	begin
		if(change_state) begin
			counter <= counter + 1'b1;
			if(max_cnt)  begin
				counter <= 0;
				button_state <= ~button_state;
			end
		end		
		else
			counter <= 0;
	end
endmodule
==> flow/run.sh <==
#!/bin/bash
# OpenROAD 26Q1-2900-gdf79404cd8, Yosys 0.63+post, stock flow scripts
make -C /OpenROAD-flow-scripts/flow DESIGN_CONFIG=/design/flow/config.mk WORK_HOME=/design/flow/orfs finish
==> flow/config.mk <==
export PLATFORM = sky130hd
export DESIGN_NAME = debouncer
export DESIGN_NICKNAME = debouncer
export VERILOG_FILES = /design/flow/design.v
export SDC_FILE = /design/flow/constraint.sdc
export NUM_CORES = 4
export LEC_CHECK = 1
export CORE_AREA = 10 10 88 88
export DIE_AREA = 0 0 98 98
==> flow/constraint.sdc <==
current_design debouncer

set clk_period 3.9
set clk_io_pct 0.2

create_clock -name clk0 -period $clk_period [get_ports {clk}]

set non_clock_inputs [all_inputs -no_clocks]
set_input_delay [expr $clk_period * $clk_io_pct] -clock clk0 $non_clock_inputs
set_output_delay [expr $clk_period * $clk_io_pct] -clock clk0 [all_outputs]
==> flow_metrics.py <==
# Synthesis and PnR figures
metrics = {
    "yosys": {
        "flop_cell": "dfxtp_1",
        "async_flop_share": 0,
        "synth_seq_share": 0.458,
        "synth_cells": 109,
        "yosys.area.top_type": "dfxtp_1",
        "synthTopCellsByCount": "21 x dfxtp_1, 18 x nor2_1, 10 x xnor2_1",
        "ys.warnings.count": 1,
        "ys_cells": 109,
        "ys_seq_elements": 22,
        "netlist_top_cells_area": "dfxtp_1 43%, xnor2_1 8.9%, nor2_1 6.9%",
        "synthesis.area_um2": 983,
        "edf_count": 1,
        "postSynthAreaPerCell_um2": 9.02,
        "synth_cell_types": 24,
        "netlist.area_leader.share": 0.427,
        "yosys-stat-area_um2": 983,
        "most_common_cell": "dfxtp_1",
    },
    "pwr": {
        "pwr-share-comb": 0.026,
        "switching_share": 0.197,
        "p_leak_nw": 0.346,
        "seq_power_share": 0.575,
        "peakVddDrop_v": 0.000162,
        "p_sw_w": 0.0000794,
        "power.total_w": 0.000402,
        "clock_power_share": 0.399,
        "p_int_w": 0.000323,
        "powerDensity_mw_per_mm2": 354,
    },
    "clocking": {
        "cts_hold_buf": 0,
        "cts_resized": 0,
        "clkSlewWorstSetupHoldPaths_ns": 0.08,
        "cts-root-buf": "clkbuf_8",
        "post-cts-setup-buffers": 0,
        "cts_made_buffers": 3,
        "cts_tree": "done",
        "clock_latency_ns": 0.26,
        "cts_sinks": 22,
        "cts_buffer_depth": 2,
        "htreeDepth": 1,
    },
    "critical_path": {
        "crit_path_start_kind": "flop",
        "critical_path_class": "flop to flop",
        "cp_max_fo": 7,
        "critPathRequiredTime_ns": 3.85,
        "path_cells": "ha_1 > nand3_1 > or4_2 > nor4_1",
        "arrival_ns": 2.13,
        "cp_slowest_cell": "or4_2",
        "cp-end-kind": "flop",
        "crit_path_max_incr_delay_ns": 0.72,
    },
    "timing": {
        "rsz0062_at_grt": "no",
        "period_used_share": 0.561,
        "setup_viol": 0,
        "final.setup.tns_ns": 0,
        "fmax_mhz": 457,
        "relSlewSlack": 0.703,
        "period_needed_ns": 2.19,
        "skew_ns": 0.00213,
        "worstMarginPinSlew_ns": 0.444,
        "final_hold_viol_count": 0,
        "drv_slew": 0,
    },
    "placement": {
        "hpwl_um": 1070,
        "io_buffers": 2,
        "place_area_mm2": 0.00108,
        "routabilityCongestion": 0.800,
    },
    "floorplanning": {
        "chipWidth_um": 98,
        "coreArea_mm2": 0.00592,
        "die-area_mm2": 0.00960,
        "rows": 28,
        "io_pins": 3,
        "die_h_um": 98,
        "fp_util": 0.166,
    },
    "drt": {
        "totalWireLength_um": 1490,
        "drc": 0,
        "wl_per_cell_um": 7.91,
        "ant_nets": 0,
        "maxUsedRoutingLayer": "met3",
        "first_iter_violations": 37,
        "first_pass_iters": 3,
        "diodes": 0,
        "vias_per_cell": 3.64,
        "wl_met3_um": 99,
        "num_vias": 685,
        "met2_length_um": 564,
        "wl_met1_um": 824,
    },
    "min_path": {
        "hold_path_class": "flop to flop",
    },
    "job": {
        "maxCapViolCount": 0,
        "warnings": 25,
    },
    "cells_and_area": {
        "postLayoutCoreUtil": 0.192,
        "layout-drive-gt1-share": 0.0708,
        "final_area_mm2": 0.00114,
        "final-comb-area_um2": 502,
        "nFillCells": 641,
        "area_growth_pct": 15.5,
        "seqCellArea_um2": 450,
    },
    "grt": {
        "grt_pass1_wl_um": 2840,
        "grt_overflow": 0,
        "antenna_found_initial": 0,
        "gr-usage-all-layers": 0.0327,
        "grt_max_degree": 20,
        "grt_pass1_vias": 628,
    },
    "outcome": {
        "status": "complete, no violations",
    },
}
[final cells by class]
type / count / area share
Multi-Input combinational cell: 81 / 0.442
Sequential cell: 22 / 0.396
Tap cell: 75 / 0.0826
Clock buffer: 4 / 0.0485
Timing Repair Buffer: 2 / 0.0176
Inverter: 4 / 0.0132
[cell usage in the layout, fill, tap and decap left out, types with 3 or more instances in the layout]
| cell | count |
|---|---|
| o21ai_0 | 5 |
| nor4_1 | 3 |
| nand3_1 | 5 |
| nand4_1 | 4 |
| clkbuf_8 | 4 |
| nor3_1 | 3 |
| or3_1 | 5 |
| nand2_1 | 9 |
| nor2_1 | 18 |
| dfxtp_1 | 21 |
| inv_1 | 4 |
| xor2_1 | 5 |
| xnor2_1 | 10 |
| a21oi_1 | 5 |
[worst max-delay path, delay by kind of cell (launching register included)]
kind          cells  cell delay [ns]
fa+ha+maj         1             0.20
flops             1             0.39
simple gates      3             1.28
[power groups by stage]
stage / clock (W) / combinational, W / sequential (W)
CTS: 0.000167 / 0.0000107 / 0.000231
global route: 0.000178 / 0.0000116 / 0.000232
finish: 0.000161 / 0.0000105 / 0.000231
[flip-flops by register name, summed over array words and instances, names as in the netlist]
register      count
button_state      1
counter          21
[worst paths after layout]
| path | from | to | slack [ns] | cells past startpoint |
|---|---|---|---|---|
| max | counter[0]$_SDFF_PP0_ | button_state$_DFFE_PP_ | 1.71 | 4 |
| max reg2reg | counter[0]$_SDFF_PP0_ | button_state$_DFFE_PP_ | 1.71 | 4 |
| min reg2reg | counter[0]$_SDFF_PP0_ | counter[0]$_SDFF_PP0_ | 0.48 | 1 |
| min | counter[0]$_SDFF_PP0_ | counter[0]$_SDFF_PP0_ | 0.48 | 1 |
[kinds of logic (layout without fill, tap and decap cells)]
group | Yosys count | count (layout) | share of synthesized area
flops | 22 | 22 | 0.458
simple gates | 54 | 54 | 0.294
xor+xnor | 15 | 15 | 0.134
compound gates | 11 | 11 | 0.0700
fa+ha+maj | 1 | 1 | 0.0127
buf+inv | 6 | 10 | 0.0318
[through the flow]
step	setup slack [ns]	std cells	hold slack, ns
after floorplan	1.89	109	0.438
after global placement	1.70	184	0.455
after detailed placement	1.72	184	0.464
after CTS	1.71	188	0.483
after global routing	1.53	188	0.511
final	1.71	188	0.476
[per-layer routing]
| metal | GRT usage | vias to the layer above |
|---|---|---|
| met2 | 0.0416 | 6 |
| met5 | 0 | - |
| met3 | 0.0156 | 0 |
| li1 | - | 386 |
| met1 | 0.0502 | 293 |
| met4 | 0.00112 | 0 |
Power figures rest on the tool's default switching activity, not on a simulated workload.
