[./design.v]
module ram_for_signal #(parameter WORD_SIZE = 16)
(
	input                       		clk,
	input      [WORD_SIZE-1:0] 		data00_r,
	input      [WORD_SIZE-1:0] 		data01_r,
	input      [WORD_SIZE-1:0] 		data02_r,
	input      [WORD_SIZE-1:0] 		data03_r,
	input      [WORD_SIZE-1:0] 		data04_r,
	input      [WORD_SIZE-1:0] 		data05_r,
	input      [WORD_SIZE-1:0] 		data06_r,
	input      [WORD_SIZE-1:0] 		data07_r,
	input      [WORD_SIZE-1:0] 		data08_r,
	input      [WORD_SIZE-1:0] 		data09_r,
	input      [WORD_SIZE-1:0] 		data10_r,
	input      [WORD_SIZE-1:0] 		data11_r,
	input      [WORD_SIZE-1:0] 		data12_r,
	input      [WORD_SIZE-1:0] 		data13_r,
	input      [WORD_SIZE-1:0] 		data14_r,
	input      [WORD_SIZE-1:0] 		data15_r,
	input      [WORD_SIZE-1:0] 		data00_i,
	input      [WORD_SIZE-1:0] 		data01_i,
	input      [WORD_SIZE-1:0] 		data02_i,
	input      [WORD_SIZE-1:0] 		data03_i,
	input      [WORD_SIZE-1:0] 		data04_i,
	input      [WORD_SIZE-1:0] 		data05_i,
	input      [WORD_SIZE-1:0] 		data06_i,
	input      [WORD_SIZE-1:0] 		data07_i,
	input      [WORD_SIZE-1:0] 		data08_i,
	input      [WORD_SIZE-1:0] 		data09_i,
	input      [WORD_SIZE-1:0] 		data10_i,
	input      [WORD_SIZE-1:0] 		data11_i,
	input      [WORD_SIZE-1:0] 		data12_i,
	input      [WORD_SIZE-1:0] 		data13_i,
	input      [WORD_SIZE-1:0] 		data14_i,
	input      [WORD_SIZE-1:0] 		data15_i,
	output	reg 	[WORD_SIZE-1:0]	out0_re,
	output	reg 	[WORD_SIZE-1:0]	out0_im,
	output	reg 	[WORD_SIZE-1:0]	out1_re,
	output	reg 	[WORD_SIZE-1:0]	out1_im,
	output	reg 	[WORD_SIZE-1:0]	out2_re,
	output	reg 	[WORD_SIZE-1:0]	out2_im,
	output	reg 	[WORD_SIZE-1:0]	out3_re,
	output	reg 	[WORD_SIZE-1:0]	out3_im,
	output	reg 	[WORD_SIZE-1:0]	out4_re,
	output	reg 	[WORD_SIZE-1:0]	out4_im,
	output	reg 	[WORD_SIZE-1:0]	out5_re,
	output	reg 	[WORD_SIZE-1:0]	out5_im,
	output	reg 	[WORD_SIZE-1:0]	out6_re,
	output	reg 	[WORD_SIZE-1:0]	out6_im,
	output	reg 	[WORD_SIZE-1:0]	out7_re,
	output	reg 	[WORD_SIZE-1:0]	out7_im,
	output	reg 	[WORD_SIZE-1:0]	out8_re,
	output	reg 	[WORD_SIZE-1:0]	out8_im,
	output	reg 	[WORD_SIZE-1:0]	out9_re,
	output	reg 	[WORD_SIZE-1:0]	out9_im,
	output	reg 	[WORD_SIZE-1:0]	out10_re,
	output	reg 	[WORD_SIZE-1:0]	out10_im,
	output	reg 	[WORD_SIZE-1:0]	out11_re,
	output	reg 	[WORD_SIZE-1:0]	out11_im,
	output	reg 	[WORD_SIZE-1:0]	out12_re,
	output	reg 	[WORD_SIZE-1:0]	out12_im,
	output	reg 	[WORD_SIZE-1:0]	out13_re,
	output	reg 	[WORD_SIZE-1:0]	out13_im,
	output	reg 	[WORD_SIZE-1:0]	out14_re,
	output	reg 	[WORD_SIZE-1:0]	out14_im,
	output	reg 	[WORD_SIZE-1:0]	out15_re,
	output	reg 	[WORD_SIZE-1:0]	out15_im
);
	always @ (posedge clk) begin
		out0_re  <= (data00_r[WORD_SIZE-1] == 0 ? (data00_r >> 4) : (~((~data00_r + 1'b1) >> 4) + 1'b1));
		out0_im  <= (data00_i[WORD_SIZE-1] == 0 ? (data00_i >> 4) : (~((~data00_i + 1'b1) >> 4) + 1'b1));
		out1_re  <= (data15_r[WORD_SIZE-1] == 0 ? (data15_r >> 4) : (~((~data15_r + 1'b1) >> 4) + 1'b1));
		out1_im  <= (data15_i[WORD_SIZE-1] == 0 ? (data15_i >> 4) : (~((~data15_i + 1'b1) >> 4) + 1'b1));
		out2_re  <= (data14_r[WORD_SIZE-1] == 0 ? (data14_r >> 4) : (~((~data14_r + 1'b1) >> 4) + 1'b1));
		out2_im  <= (data14_i[WORD_SIZE-1] == 0 ? (data14_i >> 4) : (~((~data14_i + 1'b1) >> 4) + 1'b1));
		out3_re  <= (data13_r[WORD_SIZE-1] == 0 ? (data13_r >> 4) : (~((~data13_r + 1'b1) >> 4) + 1'b1));
		out3_im  <= (data13_i[WORD_SIZE-1] == 0 ? (data13_i >> 4) : (~((~data13_i + 1'b1) >> 4) + 1'b1));
		out4_re  <= (data12_r[WORD_SIZE-1] == 0 ? (data12_r >> 4) : (~((~data12_r + 1'b1) >> 4) + 1'b1));
		out4_im  <= (data12_i[WORD_SIZE-1] == 0 ? (data12_i >> 4) : (~((~data12_i + 1'b1) >> 4) + 1'b1));
		out5_re  <= (data11_r[WORD_SIZE-1] == 0 ? (data11_r >> 4) : (~((~data11_r + 1'b1) >> 4) + 1'b1));
		out5_im  <= (data11_i[WORD_SIZE-1] == 0 ? (data11_i >> 4) : (~((~data11_i + 1'b1) >> 4) + 1'b1));
		out6_re  <= (data10_r[WORD_SIZE-1] == 0 ? (data10_r >> 4) : (~((~data10_r + 1'b1) >> 4) + 1'b1));
		out6_im  <= (data10_i[WORD_SIZE-1] == 0 ? (data10_i >> 4) : (~((~data10_i + 1'b1) >> 4) + 1'b1));
		out7_re  <= (data09_r[WORD_SIZE-1] == 0 ? (data09_r >> 4) : (~((~data09_r + 1'b1) >> 4) + 1'b1));
		out7_im  <= (data09_i[WORD_SIZE-1] == 0 ? (data09_i >> 4) : (~((~data09_i + 1'b1) >> 4) + 1'b1));
		out8_re  <= (data08_r[WORD_SIZE-1] == 0 ? (data08_r >> 4) : (~((~data08_r + 1'b1) >> 4) + 1'b1));
		out8_im  <= (data08_i[WORD_SIZE-1] == 0 ? (data08_i >> 4) : (~((~data08_i + 1'b1) >> 4) + 1'b1));
		out9_re  <= (data07_r[WORD_SIZE-1] == 0 ? (data07_r >> 4) : (~((~data07_r + 1'b1) >> 4) + 1'b1));
		out9_im  <= (data07_i[WORD_SIZE-1] == 0 ? (data07_i >> 4) : (~((~data07_i + 1'b1) >> 4) + 1'b1));
		out10_re <= (data06_r[WORD_SIZE-1] == 0 ? (data06_r >> 4) : (~((~data06_r + 1'b1) >> 4) + 1'b1));
		out10_im <= (data06_i[WORD_SIZE-1] == 0 ? (data06_i >> 4) : (~((~data06_i + 1'b1) >> 4) + 1'b1));
		out11_re <= (data05_r[WORD_SIZE-1] == 0 ? (data05_r >> 4) : (~((~data05_r + 1'b1) >> 4) + 1'b1));
		out11_im <= (data05_i[WORD_SIZE-1] == 0 ? (data05_i >> 4) : (~((~data05_i + 1'b1) >> 4) + 1'b1));
		out12_re <= (data04_r[WORD_SIZE-1] == 0 ? (data04_r >> 4) : (~((~data04_r + 1'b1) >> 4) + 1'b1));
		out12_im <= (data04_i[WORD_SIZE-1] == 0 ? (data04_i >> 4) : (~((~data04_i + 1'b1) >> 4) + 1'b1));
		out13_re <= (data03_r[WORD_SIZE-1] == 0 ? (data03_r >> 4) : (~((~data03_r + 1'b1) >> 4) + 1'b1));
		out13_im <= (data03_i[WORD_SIZE-1] == 0 ? (data03_i >> 4) : (~((~data03_i + 1'b1) >> 4) + 1'b1));
		out14_re <= (data02_r[WORD_SIZE-1] == 0 ? (data02_r >> 4) : (~((~data02_r + 1'b1) >> 4) + 1'b1));
		out14_im <= (data02_i[WORD_SIZE-1] == 0 ? (data02_i >> 4) : (~((~data02_i + 1'b1) >> 4) + 1'b1));
		out15_re <= (data01_r[WORD_SIZE-1] == 0 ? (data01_r >> 4) : (~((~data01_r + 1'b1) >> 4) + 1'b1));
		out15_im <= (data01_i[WORD_SIZE-1] == 0 ? (data01_i >> 4) : (~((~data01_i + 1'b1) >> 4) + 1'b1));
	end
endmodule
[./run.sh]
#!/bin/bash
# OpenROAD 26Q1-2900-gdf79404cd8, Yosys 0.63+post, stock flow scripts
make -C /OpenROAD-flow-scripts/flow DESIGN_CONFIG=/design/flow/config.mk WORK_HOME=/design/flow/orfs finish
[./config.mk]
export PLATFORM = sky130hd
export DESIGN_NAME = ram_for_signal
export DESIGN_NICKNAME = ram_for_signal
export VERILOG_FILES = /design/flow/design.v
export SDC_FILE = /design/flow/constraint.sdc
export NUM_CORES = 4
export LEC_CHECK = 1
export CORE_AREA = 10 10 465 465
export DIE_AREA = 0 0 475 475
[./constraint.sdc]
current_design ram_for_signal

set clk_period 6.6
set clk_io_pct 0.2

create_clock -name clk0 -period $clk_period [get_ports {clk}]

set non_clock_inputs [all_inputs -no_clocks]
set_input_delay [expr $clk_period * $clk_io_pct] -clock clk0 $non_clock_inputs
set_output_delay [expr $clk_period * $clk_io_pct] -clock clk0 [all_outputs]
==> datasheet_impl.txt <==
Physical design parameters

Parameter                              Value

Outcome
  Status .................. finished, final reports clean

Worst setup path
  Worst Path Max Fanout .................. 7
  Critical Path RT .................. 7.15 ns
  Critical path launch point type .................. input port
  CP arrival .................. 4.36 ns
  Critical path cell sequence .................. clkdlybuf4s50_1 > or4_1 > o21ai_0 > nand2_1 > ha_1 > or3_1 > or3_1 > nor4_1 > a32oi_1 > xnor2_1
  Cell type of the slowest stage on the worst timing path .................. sky130_fd_sc_hd__or4_1
  Category of cells accounting for the largest share of critical-path delay .................. simple AND/OR/NAND/NOR gates
  Crit end category .................. flop
  Critical Setup Path Class .................. input port to flop
  CP most frequent cell .................. sky130_fd_sc_hd__or3_1
  Slowest cell delay on critical path .................. 0.66 ns
  Buffer and inverter count on the worst path .................. 1

Detailed routing
  DRC .................. 0
  Detailed Route Iter0 Violations .................. 1342
  Drt pass-1 iters .................. 7
  Number of vias in the routed layout .................. 22300
  Antenna Nets Post-Route .................. 0
  Total wire length after detailed routing .................. 148000 µm
  Mean routed wirelength per cell .................. 24.3 µm
  Post-detailed-route via-to-cell ratio .................. 3.66

Global routing
  Number of global-route vias before repair .................. 21800
  Global-route total usage across every layer .................. 12.7%
  First-pass GRT wire length .................. 192000 µm
  Initial antenna violation count .................. 53
  Overall overflow remaining after global route .................. 0
  Largest net degree at the start of global routing .................. 15

Timing
  Minimum clock period .................. 3.81 ns
  Least-Margin Pin Slew .................. 1.02 ns
  Total setup violations reported at the end of the flow .................. 0
  Setup TNS after final layout .................. 0 ns
  Slew headroom .................. 31.3%
  Share of the clock period used by the worst path .................. 57.7%
  Slew Viols, Final .................. 0
  RSZ-0062 raised after global routing .................. no
  Achievable Freq .................. 263 MHz
  Final hold viol count .................. 0
  Fin worst setup slack .................. 2.79 ns
  Worst hold margin .................. 1.27 ns

Synthesis
  Sequential area share after synthesis .................. 46.5%
  Post-synthesis cell count .................. 2342
  Area figure in the yosys stat output .................. 0.0220 mm²
  Asr flop ratio synth .................. 0%
  Tally of yosys warning messages .................. 1
  Flops after synth .................. 512
  Leading cell types by total area after synthesis .................. sky130_fd_sc_hd__dfxtp_1 (47%), sky130_fd_sc_hd__xnor2_1 (13%), sky130_fd_sc_hd__nand2_1 (4.0%)
  Syn_area_per_cell .................. 9.41 µm²
  Cell type with the highest aggregate area in the netlist .................. sky130_fd_sc_hd__dfxtp_1
  Post-synth EDFFs .................. 0
  Cell count listed in synth_stat.txt .................. 2342
  Yosys top cell area share .................. 46.5%
  Unique masters post-synth .................. 58
  Combined area of all synthesized cells .................. 0.0220 mm²
  Main flop type .................. sky130_fd_sc_hd__dfxtp_1

Floorplan
  Height of the chip .................. 475 µm
  Number of ports placed on the die boundary .................. 1025
  Fraction of the core area occupied by cells at floorplan .................. 10.7%
  Number of rows in the core area .................. 166
  Area of the core region .................. 0.205 mm²
  Die width .................. 475 µm
  Area enclosed by the die boundary .................. 0.226 mm²

Finish
  Top logic cell by instance count in the layout .................. sky130_fd_sc_hd__clkdlybuf4s50_1
  Filler cells .................. 22600
  Top cells excl fill/tap .................. sky130_fd_sc_hd__clkdlybuf4s50_1 (1024), sky130_fd_sc_hd__dfxtp_1 (512), sky130_fd_sc_hd__xnor2_1 (316), sky130_fd_sc_hd__nand2_1 (232), sky130_fd_sc_hd__nor2_1 (150)
  Final cell count without fillers .................. 6096
  Synthesis-to-layout area growth .................. 72.4%
  Share of layout cells above drive strength 1 .................. 5.55%

Pwr
  Max IR drop VDD .................. 188 µV
  Leakage power figure .................. 13.3 nW
  Power density of the placed cells .................. 241 mW/mm²

Clocking
  Maximum buffer depth of the clock tree .................. 3
  Number of cells upsized or downsized after cts .................. 0
  Number of setup buffers added after CTS .................. 0
  Count of hold buffers inserted by post-cts repair .................. 0
  TritonCTS clock tree .................. yes
  Reg clk slew, reported paths .................. 0.06 ns
  Count of H-tree levels built during CTS .................. 3
  Root buffer selected by CTS .................. sky130_fd_sc_hd__clkbuf_16
  Clk sink count .................. 512
  Number of CTS-inserted buffers .................. 72

Place
  Worst slack after detailed placement .................. 2.16 ns
  Cells after DPL .................. 5964
  Port Buffer Count .................. 1024
  Post-DP HPWL .................. 130000 µm
  Global placer's final weighted congestion .................. 0.994

Flow run
  Tool warnings .................. 25
  Maxcap violations .................. 0

Worst hold path
  Hold Crit Class .................. input port to flop
==> cell usage after synthesis (all sizes together), types with 3 or more instances <==
master / n
and3: 54
a2bb2o: 3
a41oi: 18
nor3: 69
a211oi: 3
o22ai: 3
buf: 10
dfxtp: 512
or4: 57
o31a: 57
a21boi: 14
a31oi: 29
nand4: 71
inv: 30
nor2: 150
o41a: 8
or2: 14
nand2: 232
o21a: 41
mux2: 32
o311ai: 12
a32oi: 9
nand2b: 5
or3: 32
and2: 4
clkbuf: 91
xnor2: 316
xor2: 66
nand3: 103
or4b: 3
a21oi: 14
o21ai: 119
nor2b: 10
ha: 32
nor4b: 6
nor3b: 7
and4: 49
nor4: 41
==> metrics by stage <==
stage / power [mW] / cell area, µm² / utilization (%)
2_1_floorplan: 3.75 / 22000 / -
3_3_place_gp: 4.95 / 35300 / 17.2
5_1_grt: 9.60 / 38000 / 18.5
4_1_cts: 9.40 / 38000 / 18.5
6_report: 9.17 / 38000 / 18.5
3_5_place_dp: 4.95 / 35300 / 17.2
==> layout make-up <==
type                            instances  area, µm²  share of cell area [%]
Timing Repair Buffer                 1035      10300                    27.2
Sequential cell                       512      10200                    27.0
Multi-Input combinational cell       1699      11300                    29.7
Antenna cell                            2       5.00                  0.0132
Tap cell                             2688       3360                    8.86
Clock inverter                         44        661                    1.74
Inverter                               30        113                   0.296
Clock buffer                           86       1980                    5.20
==> power breakdown <==
group          leakage, nW  switching, mW  total [mW]  internal [mW]
Combinational         7.72          0.638        1.46          0.824
Clock                 1.28           1.70        4.31           2.61
Sequential            4.32         0.0796        3.39           3.31
==> routing by layer <==
layer / routed length (µm) / global-route usage [%] / vias to the layer above / part of all wire (%)
met2: 69100 / 21.0 / 1131 / 47
met5: 58 / 0 / - / 0.039
met1: 56200 / 14.8 / 10500 / 38
li1: - / - / 10400 / -
met4: 4680 / 2.85 / 8 / 3.2
met3: 18000 / 6.18 / 217 / 12
==> final timing paths <==
check,start,endpoint,slack (ns),cells past startpoint
max,data07_r[2],out9_re[10]$_DFF_P_,2.79,10
min,data00_i[14],out0_im[10]$_DFF_P_,1.27,2
==> logic make-up (layout without fill, tap and decap cells) <==
group / count (synthesis) / after routing / share of synthesized area, %
compound gates: 343 / 343 / 10.8
xor+xnor: 382 / 382 / 15.2
fa+ha+maj: 32 / 32 / 1.82
buf+inv: 131 / 1195 / 2.32
flops: 512 / 512 / 46.5
mux: 33 / 33 / 1.68
other cells: 0 / 2 / 0
simple gates: 909 / 909 / 21.6
Power is estimated from default activity; no workload was simulated.
